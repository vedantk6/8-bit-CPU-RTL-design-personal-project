[flow/config.mk]
export PLATFORM = sky130hd
export DESIGN_NAME = dmem
export DESIGN_NICKNAME = dmem
export VERILOG_FILES = /design/flow/design.v
export SDC_FILE = /design/flow/constraint.sdc
export NUM_CORES = 4
export LEC_CHECK = 1
export CORE_UTILIZATION = 30
export SYNTH_HDL_FRONTEND = slang
[flow/constraint.sdc]
current_design dmem

set clk_period 2.6
set clk_io_pct 0.2

create_clock -name clk0 -period $clk_period [get_ports {clk}]

set non_clock_inputs [all_inputs -no_clocks]
set_input_delay [expr $clk_period * $clk_io_pct] -clock clk0 $non_clock_inputs
set_output_delay [expr $clk_period * $clk_io_pct] -clock clk0 [all_outputs]
[flow/design.v]
`timescale 1ns/1ps
module dmem(
        input       clk,
        input       we,
        input [3:0] addr,
        input [3:0] wdata,
        output [3:0] rdata
    );
    reg [3:0] mem [0:15];
    assign rdata = mem[addr];
    always @(posedge clk) begin
        if (we)
            mem[addr] <= wdata;
        end
endmodule
[flow/run.sh]
#!/bin/bash
# OpenROAD 26Q1-2900-gdf79404cd8, Yosys 0.63+post, stock flow scripts
make -C /OpenROAD-flow-scripts/flow DESIGN_CONFIG=/design/flow/config.mk WORK_HOME=/design/flow/orfs finish
==> results.tsv <==
metric	value	unit
status	completed	
WL final	4.69	mm
DPL Wire Length	2.95	mm
total design power	1.96	mW
Seq share, synth	74.5	%
Site Rows	33	
number of routed nets with antenna violations	0	
Area Overhead vs Synth	22.5	%
Synth flops	64	
Vias	1305	
layout cells sized above 1	30.5	%
max reg flops	64	
FP Core Util	31.2	%
top cells by area, synth	edfxtp_1 (75%), mux4_2 (8.7%), mux4_1 (6.1%)	
Sequential Power Share	59.2	%
Cells after Synth	129	
Mapped Area	0.00258	mm²
Sum Neg Setup Slack	0	ns
PwrDens	621	mW/mm²
crit path launch type	input port	
CTS Hold Buffers Added	0	
cell area after layout	0.00316	mm²
library cells used by synthesis	18	
placed insts	251	
initial antenna violation count	0	
Hold Fails Final Rpt	0	
DR pass1 iterations	4	
DRC viols	0	
Setup-failing EPs final	0	
Antenna diodes	0	
worst path required time	2.08	ns
Pleak	1.02	nW
Synth warnings	0	
VDD IR max	196	µV
max_slew headroom	53.4	%
# port buffers	13	
CP arrival	1.98	ns
H-Tree Depth	3	
die y size	94.7	µm
Finished Layout Cells	272	
biggest regs	mem: 64 flops	
minimum clock period	2.50	ns
cycle use final	96.3	%
RSZ-0062 raised after global routing	no	
Core ar.	0.00826	mm²
first-pass GRT wire length	7.66	mm
vias in the first global route	1485	
P_int	1.57	mW
vias per inst	4.80	
Initial DRC Count	70	
RePlAce Congestion	0.768	
CTS tree	done	
crit end category	output pin	
total track usage	12.6	%
total global routing overflow	0	
critical path class	input port to output pin	
Placed Area	0.00289	mm²
crit path to	rdata[0]	
Slew @ Worst Pin	0.693	ns
largest register by flop count	mem	
CTS buffer count	9	
Gate power share	8.5	%
CTS Buffer Depth	2	
Max FO, Critical Path	7	
final core area utilization	38.2	%
Max Cap Violations	0	
root buffer cell	clkbuf_8	
HP Class	input port to flip-flop	
CTS clk-pin slew, worst paths	0.06	ns
area leader, netlist	edfxtp_1	
# IOs	14	
Clock Sinks	64	
Place WS	-0.415	ns
# Cells Yosys	129	
synthesized area per cell	20.0	µm²
Largest type area fraction	74.5	%
Critical path origin	addr[0]	
yosys stat area	0.00258	mm²
final worst slack	0.0961	ns
Clock Power Share	32.3	%
largest net degree at the start of global routing	17	
Log Warnings	25	
Pins Over Slew Limit	0	
switching power	0.396	mW
Hold Slack	0.856	ns
die width	94.7	µm
wire per inst	17.2	µm
die area	0.00897	mm²
Max Freq	0.399	GHz
Sw Share	20.2	%
## critical path: stages
cell and delay [ns]:
buf_6 0.11, buf_12 0.13, mux4_2 0.55, a22oi_2 0.17
nand3_1 0.09, clkdlybuf4s50_1 0.40
## logic make-up (layout without fill, tap and decap cells)
kind of cell | count (synthesis) | in the layout | synth area share, %
flops | 64 | 64 | 74.5
simple gates | 38 | 38 | 7.04
mux | 16 | 16 | 14.8
buf+inv | 7 | 45 | 2.23
compound gates | 4 | 4 | 1.36
## power by group through the flow
stage         Combinational [mW]  Clock, mW  Sequential, mW
global route               0.182      0.685            1.16
finish                     0.167      0.633            1.16
CTS                        0.164      0.641            1.16
## layout by cell type (no fill, tap or decap)
cell and count:
buf_6 2, bufbuf_16 1, clkbuf_2 1, nor3_1 4, clkdlybuf4s50_1 11, nand3_1 9
buf_4 13, nand3b_1 2, mux4_2 13, buf_16 1, a22oi_2 4, buf_12 3
clkinv_1 4, nor2_1 12, nor2b_2 2, or3b_2 1, mux4_1 3, nor2_2 1
clkbuf_8 9, edfxtp_1 64, nand2_1 5, nand2b_1 2
## area by class of cell
class / count / area [µm²]
fillers: 741 / 5100
flip-flops and latches: 64 / 1920
multi-input cells: 58 / 611
repair buffers: 32 / 355
well taps: 105 / 131
clock buffers: 9 / 124
clock inverters: 4 / 15.0
## Yosys cell counts, drive strengths merged
library cell   n
edfxtp        64
mux4          16
nor2          13
nand3          9
buf            6
nand2          5
a22oi          4
nor3           4
nand2b         2
nand3b         2
nor2b          2
clkbuf         1
or3b           1
## layer usage
| layer | global-route usage (%) | up-vias | routed length, µm |
|---|---|---|---|
| met1 | 15.6 | 629 | 1830 |
| met3 | 7.84 | 14 | 526 |
| met2 | 19.3 | 61 | 2200 |
| met5 | 0 | - | 0 |
| li1 | - | 601 | - |
| met4 | 2.90 | 0 | 133 |
## how the worst min path moves through the flow
| stage | start | endpoint | slack, ns | cells past startpoint |
|---|---|---|---|---|
| after global routing | addr[0] | mem[8][1] | 0.88 | 4 |
| after CTS | addr[0] | mem[8][1] | 0.90 | 4 |
| final | addr[0] | mem[8][1] | 0.86 | 4 |
## what timing repair did
action                                  CTS  global route
cloned                                    2             0
pin swaps                                 1             2
buffers inserted                          6             0
resized                                  11            10
endpoints found under the setup margin    4             4
Power and IR drop assume default switching activity.
